$ cat ./config.mk
export PLATFORM = sky130hd
export DESIGN_NAME = vending_machine
export DESIGN_NICKNAME = vending_machine
export VERILOG_FILES = /design/flow/design.v
export SDC_FILE = /design/flow/constraint.sdc
export NUM_CORES = 4
export LEC_CHECK = 1
export CORE_AREA = 10 10 70 70
export DIE_AREA = 0 0 80 80
$ cat ./constraint.sdc
current_design vending_machine

set clk_period 1.7
set clk_io_pct 0.2

create_clock -name clk0 -period $clk_period [get_ports {clk}]

set non_clock_inputs [all_inputs -no_clocks]
set_input_delay [expr $clk_period * $clk_io_pct] -clock clk0 $non_clock_inputs
set_output_delay [expr $clk_period * $clk_io_pct] -clock clk0 [all_outputs]
$ cat ./design.v
module vending_machine(input c5,c10,clk,rst,
                       output can,
                       output [1:0]s
                      );
  parameter s0=3'd0,s5=3'd1,s10=3'd2,s15=3'd3;
  reg [1:0]st;
  always@(posedge clk)
    if(rst == 0)	st<=s0;
    else
      case(st)
        s0:	st=c5?s5 :c10?s10:s0 ;
        s5:	st=c5?s10:c10?s15:s5 ;
        s10:st=c5?s15:c10?s15:s10;
        s15:st=c5?s5 :c10?s10:s0 ;
      endcase
  assign s=st;
  assign can=(st==s15);
endmodule	
$ cat ./run.sh
#!/bin/bash
# OpenROAD 26Q1-2900-gdf79404cd8, Yosys 0.63+post, stock flow scripts
make -C /OpenROAD-flow-scripts/flow DESIGN_CONFIG=/design/flow/config.mk WORK_HOME=/design/flow/orfs finish
==> flow report <==
STATUS
-------------------------------------------------------------------------------------
Run status                                                               finished, final reports clean

CELLS AND AREA
-------------------------------------------------------------------------------------
Cell area after layout                                                        284 µm²
Regs by FF count                                                          st: 2 flops
Fraction of final layout cells sized beyond drive strength 1                    0.120
Register containing the most flip-flops in the final layout                        st
Flip-flop count of the largest register after layout                                2
Growth of design area from synthesis to finish                                  97.4%

DIE
-------------------------------------------------------------------------------------
X dimension of the die                                                          80 µm
I/O pins                                                                            7
Die extent in y                                                                 80 µm
Chip footprint                                                               6400 µm²
Init Core Util                                                                 0.0421
Floorplan core area                                                          3420 µm²
Placement Rows                                                                     21

POWER AND IR DROP
-------------------------------------------------------------------------------------
Total Power Consumption                                                        257 µW
Peak VDD IR                                                                0.000243 V
Pwr per Cell Area                                                          904 nW/µm²
Leakage                                                                      0.103 nW

YOSYS
-------------------------------------------------------------------------------------
Netlist area before placement                                                 144 µm²
Register bit count reported by yosys                                                2
Aoi/oai-family share of the synthesized area                                    0.217
Share of cell area taken by muxes after synthesis                              0.0696
Synthesized instance count                                                         16
Share of Yosys cell area claimed by the top area cell type                      0.278
Top comb family, area                                                     adder cells
Post-synthesis cell type count                                                     10
Largest area contributor in the netlist                                  sky130_fd_sc_hd__dfxtp_1
XORs/XNORs by Area                                                                  0
Number of cells in the yosys synthesis report                                      16
Mean post-synth cell area                                                    8.99 µm²
AND/OR/NAND/NOR Cells, Area Fraction                                           0.0957
Area contributors post-synth                                             sky130_fd_sc_hd__dfxtp_1, sky130_fd_sc_hd__ha_1, sky130_fd_sc_hd__a211oi_1
Synthesized chip area reported by yosys                                       144 µm²
Sequential area share after synthesis                                           0.278
Adder and majority gate portion of the synthesized area                         0.261
Warnings from Yosys                                                                 1

TIMING
-------------------------------------------------------------------------------------
Worst setup skew after layout                                                 1.36 ps
Setup slack after layout                                                       108 ps
Number of failing hold endpoints at the final stage                                 0
Number of pins exceeding their max-slew limit in the final report                   0
Post-layout minimum cycle time                                                1590 ps
Setup repair after global routing missed its margin                             false
Final setup violation count                                                         0
Worst relative slew slack                                                       0.865
Fin Setup TNS                                                                    0 ps
Final worst path period share                                                   0.936
Worst Tran Pin Value                                                           202 ps
Highest Clock Rate                                                            628 MHz

FLOW RUN
-------------------------------------------------------------------------------------
Total tool warning count                                                           27
# Max-Cap Violations                                                                0

GRT
-------------------------------------------------------------------------------------
Largest net degree at the start of global routing                                   6
Congestion Overflow GR                                                              0
Total global routing track utilization                                         0.0120
First-pass GRT wire length                                                     593 µm
Number of antenna violations at the first check in global routing                   0
Vias in the first global route                                                    152

CLOCK NETWORK
-------------------------------------------------------------------------------------
Clock-pin slew of the registers on the worst-case setup and hold paths          30 ps
Maximum buffer depth of the clock tree                                              2
Clock latency (worst-skew pair)                                                220 ps
Post-cts hold buffer count                                                          0
TritonCTS clock tree                                                              yes
Total number of H-tree levels                                                       1
CTS sink count                                                                      2
Count of buffers added by post-CTS timing repair for setup                          0
Number of buffers created by CTS                                                    3
Cell resize tally after clock tree synthesis                                        0
CTS root buffer                                                          sky130_fd_sc_hd__clkbuf_4

HOLD PATH
-------------------------------------------------------------------------------------
Worst hold-check path type                                               primary input to flip-flop

ROUTING
-------------------------------------------------------------------------------------
Initial detailed-routing violation count                                            6
Via count                                                                         142
Count of nets left with antenna violations after detail routing                     0
Diodes inserted                                                                     0
Routed vias/inst                                                                 2.00
Final WL                                                                       381 µm
Routed WL per cell                                                            5.37 µm
Number of remaining DRC errors                                                      0
Router iterations before antenna repair                                             4

SETUP PATH
-------------------------------------------------------------------------------------
Startpoint Class                                                            flip-flop
Crit. End Element                                                         output port
Data required time at the worst endpoint                                      1360 ps
Cell-by-cell listing of the critical path                                ha_1, clkdlybuf4s50_1
Kind of critical path                                                    flip-flop to output port
Arrival time worst endpoint                                                   1250 ps
Highest-delay cell along the critical path                               sky130_fd_sc_hd__clkdlybuf4s50_1
Largest stage delay on the critical path                                       460 ps
Largest fanout of any net on the critical path                                      4

PLACE
-------------------------------------------------------------------------------------
Final weighted congestion of routability-driven global placement                0.557
Post-detailed-placement cell area                                             262 µm²
Count of port buffers added during placement                                        6
Pre-CTS setup slack                                                            336 ps

[stage by stage]
| step | util | std cells | hold slack (ps) |
|---|---|---|---|
| detailed placement | 0.0766 | 68 | 806 |
| floorplan | - | 16 | 432 |
| finish | 0.0832 | 71 | 711 |
| global route | 0.0832 | 71 | 729 |
| CTS | 0.0832 | 71 | 695 |
| global placement | 0.0766 | 68 | 795 |
[critical path: cells and delay by family (launching register included)]
family / cells / cell delay [ps]
adder cells (fa/ha/maj): 1 / 170
flip-flops: 1 / 400
buffers and inverters: 1 / 460
[cell usage in the layout (no fill, tap or decap)]
cell / n
sky130_fd_sc_hd__a211oi_1: 2
sky130_fd_sc_hd__clkbuf_4: 3
sky130_fd_sc_hd__clkdlybuf4s50_1: 6
sky130_fd_sc_hd__dfxtp_1: 2
sky130_fd_sc_hd__ha_1: 3
sky130_fd_sc_hd__inv_1: 3
sky130_fd_sc_hd__mux2i_1: 1
sky130_fd_sc_hd__nand2_1: 1
sky130_fd_sc_hd__nor2_1: 1
sky130_fd_sc_hd__nor2b_1: 1
sky130_fd_sc_hd__o21bai_1: 1
sky130_fd_sc_hd__o32ai_1: 1
[cells by family after synthesis]
| kind of cell | after synthesis |
|---|---|
| AOI/OAI and AO/OA | 4 |
| adders and majority gates | 3 |
| buffers and inverters | 3 |
| DFF | 2 |
| muxes | 1 |
| and+or+nand+nor | 3 |
[path summary, 6_finish.rpt]
kind              cells past startpoint    end  slack (ps)  start
setup reg to reg                      4  st[0]         520  st[1]
hold / removal                        3  st[0]         710    rst
setup / recovery                      2    can         110  st[1]
hold reg to reg                       3  st[0]         820  st[1]
[Yosys cell counts]
master                     number
sky130_fd_sc_hd__nor2_1         1
sky130_fd_sc_hd__o21bai_1       1
sky130_fd_sc_hd__nor2b_1        1
sky130_fd_sc_hd__mux2i_1        1
sky130_fd_sc_hd__a211oi_1       2
sky130_fd_sc_hd__inv_1          3
sky130_fd_sc_hd__nand2_1        1
sky130_fd_sc_hd__o32ai_1        1
sky130_fd_sc_hd__dfxtp_1        2
sky130_fd_sc_hd__ha_1           3
[power by group]
part / total, mW / switching, mW / internal (mW)
sequential: 0.0695 / 0.0126 / 0.0569
clock: 0.104 / 0.0266 / 0.0778
combinational: 0.0828 / 0.0314 / 0.0514
[area by class of cell]
cell class | instances | area [µm²]
Inverter | 3 | 11.3
Fill cell | 416 | 3130
Clock buffer | 3 | 22.5
Tap cell | 46 | 57.6
Sequential cell | 2 | 40.0
Timing Repair Buffer | 6 | 60.1
Multi-Input combinational cell | 11 | 92.6
[metal layers]
metal / up-vias / GRT usage / share of wire
met1: 58 / 0.0159 / 0.55
li1: 75 / - / -
met5: - / 0 / 0
met4: 0 / 0.00704 / 0
met2: 9 / 0.0120 / 0.30
met3: 0 / 0.0102 / 0.15
No activity file was given, so power comes from the tool's default toggle rates.
