==> flow/constraint.sdc <==
current_design lock

set clk_period 1.7
set clk_io_pct 0.2

create_clock -name clk0 -period $clk_period [get_ports {clk}]

set non_clock_inputs [all_inputs -no_clocks]
set_input_delay [expr $clk_period * $clk_io_pct] -clock clk0 $non_clock_inputs
set_output_delay [expr $clk_period * $clk_io_pct] -clock clk0 [all_outputs]
==> flow/design.v <==
module lock(input b0,b1,clk,rst ,output unlc,output [2:0]s);
  parameter sr=3'd0,s0=3'd1,s01=3'd2,s010=3'd3,s0101=3'd4,s01011=3'd5;
  reg [2:0]st;
  always@(posedge clk)
    if(rst == 0)	st<=sr;
    else
      case(st)
        sr:		st=b0?s0	:b1?sr		:st;
        s0:		st=b0?s0	:b1?s01		:st;
        s01:	st=b0?s010	:b1?sr		:st;
        s010:	st=b0?s0	:b1?s0101	:st;
        s0101:	st=b0?s010	:b1?s01011	:st;
        s01011:	st=b0?s0	:b1?sr		:st;
      endcase
  assign s=st;
  assign unlc=(st==s01011);
endmodule
==> flow/run.sh <==
#!/bin/bash
# OpenROAD 26Q1-2900-gdf79404cd8, Yosys 0.63+post, stock flow scripts
make -C /OpenROAD-flow-scripts/flow DESIGN_CONFIG=/design/flow/config.mk WORK_HOME=/design/flow/orfs finish
==> flow/config.mk <==
export PLATFORM = sky130hd
export DESIGN_NAME = lock
export DESIGN_NICKNAME = lock
export VERILOG_FILES = /design/flow/design.v
export SDC_FILE = /design/flow/constraint.sdc
export NUM_CORES = 4
export LEC_CHECK = 1
export CORE_AREA = 10 10 70 70
export DIE_AREA = 0 0 80 80
==> impl_metrics.sql <==
-- load yosys + openroad results
INSERT INTO impl_metrics (metric_group, metric, value, unit) VALUES
('global_route', 'grt_start_max_net_pins', '9', ''),
('yosys', 'synth_warnings', '1', ''),
('clocking', 'cts_tree', 'built', ''),
('timing', 'rsz0062_at_grt', 'false', ''),
('detailed_routing', 'postRouteWirelength', '639', 'um'),
('yosys', 'ys_top_logic_family', 'AND-OR/OR-AND gates', ''),
('run', 'drv.max_cap_violation_count', '0', ''),
('placed_design', 'placement.io_buffers', '7', ''),
('clocking', 'clock_tree.root_cell', 'clkbuf_4', ''),
('yosys', 'synthXorXnorAreaFrac', '0', '%'),
('timing', 'report.final.setup_viol', '0', ''),
('global_route', 'groute.layer.met2.usage', '1.85', '%'),
('yosys', 'yosysSeqAreaShare', '35.0', '%'),
('die', 'die_x', '80', 'um'),
('yosys', 'netlist_area_before_placement', '171', 'sq um'),
('placed_design', 'detailedPlacementHpwl', '463', 'um'),
('finish', 'area_growth_syn_to_layout', '94.9', '%'),
('detailed_routing', 'drtPass1Iterations', '4', ''),
('yosys', 'avgSynthCellArea', '8.16', 'sq um'),
('clocking', 'cts_buffers', '3', ''),
('setup_path', 'timing.critical_path.to_type', 'primary output', ''),
('yosys', 'simple_gate_share', '24.8', '%'),
('finish', 'layout.area.comb', '103', 'sq um'),
('timing', 'slew-limit-headroom', '88.5', '%'),
('placed_design', 'gp_congestion', '0.724', ''),
('detailed_routing', 'route.detailed.wl_per_inst', '8.19', 'um'),
('power', 'ir_drop', '0.194', 'mV'),
('global_route', 'groute.usage.overall', '2.08', '%'),
('finish', 'layout_top_registers', 'st (3)', ''),
('die', 'floorplan_utilization', '5.02', '%'),
('clocking', 'tritoncts_num_sinks', '3', ''),
('global_route', 'first_global_vias', '203', ''),
('finish', 'largest-register', 'st', ''),
('power', 'report.power.total', '0.000239', 'W'),
('global_route', 'gr-usage-met3', '2.84', '%'),
('min_path', 'min-delay-path-class', 'reg -> reg', ''),
('timing', 'timing.hold.ws', '0.529', 'ns'),
('die', 'design.core.area', '3420', 'sq um'),
('clocking', 'cts-root-to-sink-buffers', '2', ''),
('setup_path', 'cp_max_fo', '6', ''),
('setup_path', 'setup.worst_path.start_class', 'register', ''),
('setup_path', 'critical_path_arrival', '1.27', 'ns'),
('setup_path', 'cp_data_required_time', '1.36', 'ns'),
('finish', 'final_layout_size_suffix_gt1_share', '25.0', '%'),
('yosys', 'adder_share', '0', '%'),
('setup_path', 'critical_path_class', 'reg -> out', ''),
('die', 'die.size.y', '80', 'um'),
('detailed_routing', 'avgViaCountPerCell', '2.59', ''),
('status', 'outcome', 'finished, final reports clean', ''),
('timing', 'finalCritPeriodShare', '94.8', '%'),
('global_route', 'grt_pass1_wl', '972', 'um'),
('yosys', 'ys_ff', '3', ''),
('clocking', 'htree_num_levels', '1', ''),
('setup_path', 'critical_path.max_stage_delay', '0.46', 'ns'),
('global_route', 'grt_antenna_before_repair', '0', ''),
('yosys', 'yosys_stat_area', '171', 'sq um'),
('yosys', 'synthDistinctLibCells', '14', ''),
('die', 'ios', '8', ''),
('detailed_routing', 'post-route-drc-count', '0', ''),
('clocking', 'cts.reportedPaths.clkPinSlew', '0.04', 'ns'),
('detailed_routing', 'detail-route-antenna-nets', '0', ''),
('timing', 'final_hold_viol_count', '0', ''),
('detailed_routing', 'antenna-diode-count', '0', ''),
('timing', 'skew', '0.000134', 'ns'),
('global_route', 'use_met1', '2.59', '%'),
('timing', 'timing.final.crit_period', '1.61', 'ns'),
('finish', 'sequential_cell_area', '66.3', 'sq um'),
('yosys', 'synth_cells', '21', ''),
('finish', 'largest_register_ffs', '3', ''),
('yosys', 'post_synth_mux_area_share', '0', '%'),
('finish', 'fillers', '400', '');
==> cells in the mapped netlist, drive strengths merged <==
cell type  instances
nor2               2
a21oi              2
a21o               1
nand2b             2
dfxtp              3
inv                3
o211ai             1
a211oi             1
and3b              1
a211o              1
a31oi              1
o21ai              2
or3                1
==> where the power goes <==
part / total [W] / leakage [nW] / switching, W / internal (W)
Clock: 0.000132 / 0.0150 / 0.0000437 / 0.0000884
Combinational: 0.0000290 / 0.0697 / 0.0000114 / 0.0000176
Sequential: 0.0000776 / 0.0260 / 0.00000492 / 0.0000727
Total: 0.000239 / 0.111 / 0.0000600 / 0.000179
==> cell type report <==
cell class,instances,area share [%]
multi-input cells,15,30.7
repair buffers,7,21.0
flip-flops and latches,3,19.9
well taps,46,17.2
clock buffers,4,7.87
inverters,3,3.37
==> metrics by stage <==
stage	instance area (sq um)	worst slack [ns]	std cells	util [%]
after global placement	299	0.195	74	8.75
final	334	0.0886	78	9.78
after CTS	325	0.00303	78	9.52
after detailed placement	299	0.139	74	8.75
after floorplan	171	0.703	21	-
after global routing	334	0.0309	78	9.78
==> cell usage in the layout (no fill, tap or decap) <==
cell	Yosys	layout
dfxtp_4	0	1
and3b_1	1	1
o21ai_0	2	2
inv_1	3	3
a211oi_1	1	1
clkbuf_1	0	1
clkbuf_4	0	3
nand2b_1	1	1
nor2_2	0	1
or3_1	1	1
dfxtp_2	0	2
nand2b_4	1	1
a31oi_1	1	1
a21oi_1	2	2
o211ai_1	1	1
clkdlybuf4s50_1	0	7
a21o_1	1	1
a211o_1	1	1
nor2_1	2	1
==> logic make-up (layout without fill, tap and decap cells) <==
| family | after synthesis | count (layout) |
|---|---|---|
| flops | 3 | 3 |
| buf+inv | 3 | 14 |
| simple gates | 6 | 6 |
| compound gates | 9 | 9 |
==> worst max-delay path: cells and delay by family (launching register included) <==
kind	cells	cell delay [ns]
buffers and inverters	1	0.46
DFF	1	0.34
and+or+nand+nor	2	0.23
==> per-layer routing <==
layer  vias up  routed length [um]
li1         96                   -
met1        90                 295
met2        16                 165
met3         0                 178
met4         0                   0
met5         -                   0
==> timing repair <==
item | CTS | global route
endpoints found under the setup margin | 0 | 1
hold buffers | 0 | 0
setup buffers | 0 | 0
resized | 0 | 5
==> path summary, 6_finish.rpt <==
path / slack [ns] / endpoint / startpoint / cells after the start
max: 0.09 / unlc / st[1] / 3
min: 0.53 / st[2] / st[1] / 2
max reg2reg: 0.62 / st[1] / st[1] / 3
min reg2reg: 0.53 / st[2] / st[1] / 2
Power is estimated from default activity; no workload was simulated.
